==> ./config.mk <==
export PLATFORM = sky130hd
export DESIGN_NAME = ustawienie
export DESIGN_NICKNAME = ustawienie
export VERILOG_FILES = /design/flow/design.v
export SDC_FILE = /design/flow/constraint.sdc
export NUM_CORES = 4
export LEC_CHECK = 1
export CORE_AREA = 10 10 83 83
export DIE_AREA = 0 0 93 93
==> ./constraint.sdc <==
current_design ustawienie

set clk_period 13.1
set clk_io_pct 0.2

create_clock -name clk0 -period $clk_period

set non_clock_inputs [all_inputs -no_clocks]
set_input_delay [expr $clk_period * $clk_io_pct] -clock clk0 $non_clock_inputs
set_output_delay [expr $clk_period * $clk_io_pct] -clock clk0 [all_outputs]
==> ./design.v <==
module ustawienie (i_arg_A, i_arg_B, o_result, o_error);
parameter BITS = 32;
localparam MOD_NUMBER = BITS -1;
    input logic signed [BITS-1:0] i_arg_A;
    input logic signed [BITS-1:0] i_arg_B;
    output logic signed [BITS-1:0] o_result;
    output logic o_error;
    logic [BITS-1:0] tymczasowy_rejestr;
    wire logic i_arg_B_MSB;
    assign i_arg_B_MSB = i_arg_B[BITS-1];
    always_comb begin 
        o_result = 'bx;
        o_error = 0;
        tymczasowy_rejestr = '0;
        if (i_arg_B_MSB == 1 && i_arg_B != {1'b1, {MOD_NUMBER{1'b0}}}) begin
            o_error = 1;
        end
        else if (i_arg_B > BITS-1) begin
            o_error = 1;
        end
        else if (i_arg_B == {MOD_NUMBER{1'b0}}) begin
            tymczasowy_rejestr[i_arg_B] = 0;
            o_result = tymczasowy_rejestr|(~i_arg_A);
        end
        else if (i_arg_B == {1'b1, {MOD_NUMBER{1'b0}}}) begin
            tymczasowy_rejestr[i_arg_B] = 0;
            o_result = tymczasowy_rejestr|(~i_arg_A);
        end
        else if ((i_arg_B>0) && i_arg_B<BITS) begin
            tymczasowy_rejestr[i_arg_B] = 1;
            o_result = tymczasowy_rejestr|(~i_arg_A);
        end
    end
endmodule
==> ./run.sh <==
#!/bin/bash
# OpenROAD 26Q1-2900-gdf79404cd8, Yosys 0.63+post, stock flow scripts
make -C /OpenROAD-flow-scripts/flow DESIGN_CONFIG=/design/flow/config.mk WORK_HOME=/design/flow/orfs finish
==> flow_metrics.rpt <==
IMPLEMENTATION SUMMARY REPORT
----------------------------------------------------
[Power and ir drop]
  Power density over the cells ........................ 24.3 mW/mm^2
  Fraction of power consumed by the clock network ........................ 0%
  P_leak ........................ 0.000838 uW
  Part of the power in combinational logic ........................ 100.0%
  Post-route total power ........................ 68.2 uW
  Net switching share of the total power ........................ 45.3%
  Internal power contribution ........................ 37.3 uW
  Largest vdd supply drop ........................ 0.0161 mV
  Sequential Power Share ........................ 0%
  P_sw ........................ 30.9 uW

[Logic synthesis]
  Post-synth cell types ........................ 59
  Yosys warnings ........................ 1
  Largest logic family ........................ simple AND/OR/NAND/NOR gates
  Cell taking the most area after synthesis ........................ o41ai_2
  Average cell area after synthesis ........................ 6.99 um^2
  Post-synthesis share of cell area spent on full adders, half adders and majority gates ........................ 0.684%
  AND/OR/NAND/NOR Cells, Area Fraction ........................ 47.7%
  Cell Area, Synth ........................ 0.00183 mm^2
  Yosys-reported design area after synthesis ........................ 0.00183 mm^2
  Sequential-to-total area share from yosys stat ........................ 0%
  Area fraction of the dominant cell type after synthesis ........................ 10.7%
  Synth top area cells ........................ o41ai_2, nand2_1, o31ai_1
  Area fraction in compound gates after synthesis ........................ 36.2%
  Post-Synth XOR/XNOR Area ........................ 7.66%
  Ys cells ........................ 262
  Gate count after technology mapping ........................ 262
  Multiplexer area fraction after synthesis ........................ 1.71%

[CTS]
  Number of resized instances in the post-cts repair step ........................ 0
  Post-CTS repair timing setup buffer count ........................ 0
  Count of hold-fix buffers inserted at cts ........................ 0

[Worst setup path]
  Worst-path cell chain ........................ clkdlybuf4s50_1 > inv_1 > ha_1 > nor4b_2 > and4_1 > nand2_1 > xor2_1 > a221oi_1 > nand3_1 > o41ai_1 > clkdlybuf4s50_1
  Cell with the biggest individual delay on the critical path ........................ nor4b_2
  Launch point of the worst path ........................ i_arg_B[0]
  Data arrival time of the worst path ........................ 7.18 ns
  Worst path max stage delay ........................ 0.72 ns
  Critical setup path kind ........................ in -> out
  Nature of the critical path endpoint ........................ output pin
  Number of buffer and inverter stages on the critical path ........................ 3
  Startpoint types ........................ input pin
  Crit-path most repeated cell ........................ clkdlybuf4s50_1
  Maximum net fanout on the critical path ........................ 15
  Worst path required time ........................ 10.48 ns
  Cell family with the largest share of critical-path delay ........................ simple AND/OR/NAND/NOR gates

[Job]
  OpenROAD warning count ........................ 33
  Max-cap violations ........................ 0

[Final layout]
  Sequential cell count of the final layout ........................ 0
  Layout fillers ........................ 521
  Multi-input logic area ........................ 0.00172 mm^2
  Layout cells sized above 1 ........................ 9.83%
  Register Area ........................ 0 um^2
  Final non-filler cell area ........................ 0.00281 mm^2
  CLK BUF ........................ 0
  Util after Layout ........................ 54.6%
  Layout overhead on the synthesized area ........................ 53.5%

[Timing]
  Actual slew at the worst max-slew pin ........................ 0.878 ns
  Worst slew margin relative to its limit ........................ 41.3%
  Count of endpoints failing setup in the final report ........................ 0
  Number of failing hold endpoints at the final stage ........................ 0
  Fmax ........................ 102 MHz
  Period minus WS final ........................ 9.80 ns
  Slew Limit Fails ........................ 0
  Setup repair after global routing missed its margin ........................ no
  Post-route fraction of the period consumed by the critical path ........................ 74.8%
  Post-Route Setup TNS ........................ 0 ns
  WHS ........................ 6.15 ns

[Die]
  # IOs ........................ 97
  Core Rows ........................ 26
  Core outline area ........................ 0.00514 mm^2
  Die extent in y ........................ 93 um
  Fp util ........................ 35.6%
  Total die area ........................ 0.00865 mm^2
  Die Span X ........................ 93 um

[Route]
  Number of routed nets with antenna violations ........................ 0
  Number of DRC violations after detailed routing ........................ 0
  Number of diodes added for antenna fixing ........................ 0
  Pre-antenna DRT Iters ........................ 5
  Detail-routed net length per standard cell ........................ 18.1 um
  Drt first-iter violations ........................ 140
  Post-detailed-routing wire length ........................ 7550 um
  Drt via density ........................ 5.75
  Total number of vias ........................ 2394

[GRT]
  Largest net degree at the start of global routing ........................ 17
  Total global-route track usage ........................ 16.4%
  Global-route wire length before repair ........................ 12000 um
  Vias in the first global route ........................ 2260
  Number of antenna violations at the first check in global routing ........................ 0
  Congestion Overflow GR ........................ 0

[Worst hold path]
  Startpoint of the tightest hold check path ........................ i_arg_A[2]
  Cell depth of the worst min-delay path ........................ 3
  Kind of path behind the tightest hold check ........................ in -> out
  Endpoint, Worst Hold ........................ o_result[2]

[Place]
  Routability congestion estimate ........................ 0.934
  Post-placement cell area ........................ 0.00281 mm^2
  Number of port buffers ........................ 97
  Dpl hpwl ........................ 6210 um

[Run status]
  Run status ........................ finished, final reports clean

----------------------------------------------------
cell usage in the layout, fill, tap and decap left out, drive strengths merged, types with 3 or more instances in the layout:
master         count
nor3              17
inv                6
or3                9
clkdlybuf4s50     97
a31oi              3
xor2               6
a21oi             10
nand3             20
o31ai             14
o21ai              8
o41ai             20
nor2              25
xnor2             10
nand4              9
nor4              10
nand3b             3
nand2b             5
or4                3
or2                3
nand2             34
worst max-delay path by stage:
stage / slack, ns / cells after the start / end
after CTS: 3.35 / 11 / o_result[28]
final: 3.30 / 11 / o_result[28]
after global routing: 2.88 / 12 / o_result[28]
logic make-up (layout without fill, tap and decap cells):
| family | Yosys count | count (layout) |
|---|---|---|
| xor gates and xnor gates | 16 | 16 |
| muxes | 3 | 3 |
| AOI/OAI and AO/OA | 72 | 72 |
| buffers and inverters | 20 | 104 |
| and+or+nand+nor | 150 | 150 |
| adders and majority gates | 1 | 1 |
through the flow:
stage	instances	setup WS, ns
after floorplan	262	5.30
after global placement	416	3.43
after detailed placement	416	3.37
after CTS	416	3.35
after global routing	416	2.88
final	416	3.30
layout make-up:
cell class                 instances  area share [%]
tap                               70            3.12
inverter                           6           0.802
multi-input combinational        242            61.2
timing repair buffer              98            34.8
cells in the mapped netlist, drive strengths merged (2+ instances only):
library cell / number
nor4b: 2
nor4: 10
xnor2: 10
nor2: 25
a211oi: 2
o31a: 2
nor3: 17
a21oi: 10
or2: 3
nand2: 34
a31oi: 3
inv: 6
clkbuf: 5
o41ai: 20
o31ai: 14
and3: 2
buf: 9
nand4: 9
nand3: 20
nor2b: 2
o21ai: 8
a41oi: 2
nand3b: 3
xor2: 6
a22oi: 2
mux2i: 2
o211a: 2
nand2b: 5
or3: 9
or4: 3
power by group through the flow:
stage	sequential, uW	combinational [uW]	clock [uW]
5_1_grt	0	74.2	0
6_report	0	68.2	0
4_1_cts	0	68.5	0
per-layer routing:
| layer | vias up | global-route usage, % | part of all wire [%] |
|---|---|---|---|
| met5 | - | 0 | 0 |
| met3 | 4 | 1.94 | 6.2 |
| met2 | 92 | 28.6 | 50 |
| met1 | 1087 | 21.8 | 43 |
| met4 | 0 | 1.93 | 0.91 |
| li1 | 1211 | - | - |
Power figures rest on the tool's default switching activity, not on a simulated workload.
